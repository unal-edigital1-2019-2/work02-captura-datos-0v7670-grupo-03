===== config.mk =====
export PLATFORM = sky130hd
export DESIGN_NAME = VGA_Driver640x480
export DESIGN_NICKNAME = VGA_Driver640x480
export VERILOG_FILES = /design/flow/design.v
export SDC_FILE = /design/flow/constraint.sdc
export NUM_CORES = 4
export LEC_CHECK = 1
export CORE_AREA = 10 10 79 79
export DIE_AREA = 0 0 89 89

===== constraint.sdc =====
current_design VGA_Driver640x480

set clk_period 3.9
set clk_io_pct 0.2

create_clock -name clk0 -period $clk_period [get_ports {clk}]

set non_clock_inputs [all_inputs -no_clocks]
set_input_delay [expr $clk_period * $clk_io_pct] -clock clk0 $non_clock_inputs
set_output_delay [expr $clk_period * $clk_io_pct] -clock clk0 [all_outputs]

===== design.v =====
module VGA_Driver640x480 (
	input rst,
	input clk, 				 
	input  [7:0] pixelIn, 	 
	output  [7:0] pixelOut,  
	output  Hsync_n,		 
	output  Vsync_n,		 
	output  [9:0] posX, 	 
	output  [8:0] posY 		 
);
localparam SCREEN_X = 640; 	 
localparam FRONT_PORCH_X =16;  
localparam SYNC_PULSE_X = 96;
localparam BACK_PORCH_X = 48;
localparam TOTAL_SCREEN_X = SCREEN_X+FRONT_PORCH_X+SYNC_PULSE_X+BACK_PORCH_X; 	 
localparam SCREEN_Y = 480; 	 
localparam FRONT_PORCH_Y =10;  
localparam SYNC_PULSE_Y = 2;
localparam BACK_PORCH_Y = 33;
localparam TOTAL_SCREEN_Y = SCREEN_Y+FRONT_PORCH_Y+SYNC_PULSE_Y+BACK_PORCH_Y; 	 
reg  [9:0] countX;
reg  [8:0] countY;
assign posX    = countX;
assign posY    = countY;
assign pixelOut = (countX<SCREEN_X) ? (pixelIn ) : (8'b00000000) ;
assign Hsync_n = ~((countX>=SCREEN_X+FRONT_PORCH_X) && (countX<SCREEN_X+SYNC_PULSE_X+FRONT_PORCH_X)); 
assign Vsync_n = ~((countY>=SCREEN_Y+FRONT_PORCH_Y) && (countY<SCREEN_Y+FRONT_PORCH_Y+SYNC_PULSE_Y));
always @(posedge clk) begin
	if (rst) begin
		countX <= 10'b0;
		countY <= 10'b0;
	end
	else begin 
		if (countX >= (TOTAL_SCREEN_X-1)) begin
			countX <= 0;
			if (countY >= (TOTAL_SCREEN_Y-1)) begin
				countY <= 0;
			end 
			else begin
				countY <= countY + 1;
			end
		end 
		else begin
			countX <= countX + 1;
			countY <= countY;
		end
	end
end
endmodule

===== run.sh =====
#!/bin/bash
# OpenROAD 26Q1-2900-gdf79404cd8, Yosys 0.63+post, stock flow scripts
make -C /OpenROAD-flow-scripts/flow DESIGN_CONFIG=/design/flow/config.mk WORK_HOME=/design/flow/orfs finish

==> run notes <==
Implementation progress

The logic gate share of total power stands at 0.085. The number of storage elements in the synthesis netlist stands at 19. The worst slew slack as a fraction of its limit stands at 0.617.

The detailed-route wire length stands at 2490 um. In this run the worst hold path is classified as reg -> reg. The die outline height stands at 89 um. The count of nets left with antenna violations once routing finished came out at 0. The maximum number of pins on one net before global-route repair stands at 11. In the final report, the number of endpoints failing setup comes to 0. In the setup report, the worst path falls into the class reg -> out. The total via count after detailed routing stands at 904. The via count of the first global-routing pass is 835. The area of the die stands at 0.00792 sq mm. The power spent charging and discharging nets stands at 0.0772 mW. The number of instances resized during post-cts repair stands at 0. The worst setup path is captured at an output pin. The final hold violation count recorded for this run is 0. The number of synthesized flops with an enable pin stands at 0. For this run, the register share of the synthesized area comes to 0.386. The leakage power summed over all cells stands at 0.487 nW. The minimum period implied by the final worst setup slack stands at 2.60 ns. The commonest register cell is sky130_fd_sc_hd__dfxtp_1. In the synthesis report, Yosys lists the chip area as 986 sq um. The TritonCTS buffer count stands at 3.

The flow measured a signed area growth from synthesis to layout of 48.2%. The ratio of cells with drive above 1 in the final layout stands at 0.0327. The worst setup path is launched from a register. The achievable frequency stands at 385 MHz.

The clock passes through at most 2 buffers. The count of instantiated cells in the yosys netlist stands at 115. The standard cell area after detailed placement stands at 0.00142 sq mm. Post-route period utilization is reported as 0.666. For this design the top-level I/O count stands at 39. Looking at area per cell type in the netlist, the leader is sky130_fd_sc_hd__dfxtp_1. After detailed routing, the number of remaining DRC violations is 0.

Setup repair after global routing left no endpoint under its margin. The worst IR drop on VDD stands at 84.3 uV. The post-layout instance area stands at 0.00146 sq mm. The measured slew at the worst slew-check pin stands at 0.568 ns. The horizontal die dimension reported for this design is 89 um. The half-perimeter wire length after detailed placement stands at 1940 um. The number of diodes added for antenna fixing stands at 0.

The mean cell area of the mapped netlist stands at 8.57 sq um. The cell area that synthesis handed to floorplanning was 986 sq um. TritonCTS built the clock tree. The fraction of registers with async set or reset after synthesis stands at 0.

The row count stands at 25. The power report lists cell-internal power as 0.292 mW. CTS built an H-tree with a depth of 1. The ratio of routed vias to standard cells stands at 4.37. The area of combinational cells with multiple inputs stands at 566 sq um. For reference, the final report shows the max-slew violation count at 0. The total routing usage reported by global routing stands at 0.0601. The number of buffers added to fix hold violations after cts stands at 0. The part of the total power dissipated in the clock network stands at 0.372. The share of the synthesized area in the top cell type stands at 0.386.

The sequential standard cell area stands at 380 sq um. The skew report gives the latency at the later pin of the worst-skew pair as 0.25 ns. The filler cells instantiated in the layout total 480. The synthesis report lists the most area-consuming cells as sky130_fd_sc_hd__dfxtp_1 39%, sky130_fd_sc_hd__xnor2_1 8.9%, sky130_fd_sc_hd__nor2_1 6.5%. The floorplan utilization stands at 0.212.

The mean routed wirelength per cell stands at 12.0 um. The run finished with clean final reports. The number of antenna violations at the first check in global routing stands at 0. The total power of the final layout stands at 0.369 mW. At the worst endpoint, the required time is 3.12 ns.

The total of buffers placed on input and output ports stands at 38. The total global routing overflow stands at 0. Looking at the clock tree report, the root buffer type is sky130_fd_sc_hd__clkbuf_8. In this run, distinct cell masters in the synthesized netlist total 30. The timing report gives the clock slew at the launch and capture registers of the worst setup and hold paths as 0.07 ns.

The violation tally recorded at the end of detailed-routing iteration 0 is 41. The switching portion of total power comes to 0.209. The critical path arrival stands at 1.82 ns.

The total core area stands at 0.00466 sq mm. According to the CTS report, the clock sink count is 19. The warning tally printed by Yosys for this design is 1. The areal power density over the cells stands at 253 mW/mm^2.

The worst clock skew stands at 0.000874 ns. The gate count of the mapped netlist stands at 115. The number of buffers inserted to repair setup after CTS stands at 0. OpenROAD emitted warnings numbering 28. The placement summary gives the final routability congestion estimate as 0.828. Looking at the critical path, the highest net fanout was 8. The wire length of the first global-routing pass stands at 3960 um. In the final timing run, aggregate negative setup slack is 0 ns. For this run, the detailed router's first-pass iteration total came to 4. The share of total power dissipated in sequential elements is 0.543.

The run reported a max-capacitance violation count of 0.
registers in the layout, indices dropped and copies added (netlist names):
register / count
countX: 10
countY: 9
layer usage:
layer  share of wire  vias to the layer above  global-route usage
li1                -                      468                   -
met2            0.48                       28               0.102
met5               0                        -                   0
met4               0                        0              0.0130
met3           0.092                        0              0.0156
met1            0.43                      408              0.0750
cells in the final DEF (no fill, tap or decap), types with 2 or more instances in the layout:
cell	Yosys	layout
sky130_fd_sc_hd__a2111oi_0	2	2
sky130_fd_sc_hd__nor2b_1	2	2
sky130_fd_sc_hd__xor2_1	4	4
sky130_fd_sc_hd__dfxtp_1	19	19
sky130_fd_sc_hd__ha_1	4	4
sky130_fd_sc_hd__a211oi_1	4	4
sky130_fd_sc_hd__clkbuf_8	0	3
sky130_fd_sc_hd__nand2_1	6	6
sky130_fd_sc_hd__and4_1	2	2
sky130_fd_sc_hd__a21oi_1	3	3
sky130_fd_sc_hd__nor3_1	2	2
sky130_fd_sc_hd__xnor2_1	10	10
sky130_fd_sc_hd__clkdlybuf4s50_1	0	38
sky130_fd_sc_hd__and2_1	8	8
sky130_fd_sc_hd__nand4_1	4	4
sky130_fd_sc_hd__nand3_1	5	5
sky130_fd_sc_hd__and3_1	2	2
sky130_fd_sc_hd__nor2_1	17	17
sky130_fd_sc_hd__o21ai_0	3	3
sky130_fd_sc_hd__inv_1	6	6
cell usage after synthesis, types with 2 or more instances:
cell,instances
sky130_fd_sc_hd__dfxtp_1,19
sky130_fd_sc_hd__nor2_1,17
sky130_fd_sc_hd__xnor2_1,10
sky130_fd_sc_hd__and2_1,8
sky130_fd_sc_hd__inv_1,6
sky130_fd_sc_hd__nand2_1,6
sky130_fd_sc_hd__nand3_1,5
sky130_fd_sc_hd__a211oi_1,4
sky130_fd_sc_hd__ha_1,4
sky130_fd_sc_hd__nand4_1,4
sky130_fd_sc_hd__xor2_1,4
sky130_fd_sc_hd__a21oi_1,3
sky130_fd_sc_hd__o21ai_0,3
sky130_fd_sc_hd__a2111oi_0,2
sky130_fd_sc_hd__and3_1,2
sky130_fd_sc_hd__and4_1,2
sky130_fd_sc_hd__nor2b_1,2
sky130_fd_sc_hd__nor3_1,2
power by group through the flow:
| stage | sequential, mW | clock, mW | combinational (mW) |
|---|---|---|---|
| global route | 0.201 | 0.150 | 0.0346 |
| finish | 0.201 | 0.137 | 0.0314 |
| CTS | 0.201 | 0.141 | 0.0323 |
metrics by stage:
stage	std cells	utilization	hold WS, ns	setup slack [ns]
after floorplan	115	-	0.437	2.24
after global placement	203	0.304	0.479	1.32
after detailed placement	203	0.304	0.487	1.31
after CTS	207	0.314	0.507	1.26
after global routing	207	0.314	0.532	1.14
final	207	0.314	0.505	1.30
critical path, stage by stage (launching register included):
cell and delay, ns:
sky130_fd_sc_hd__dfxtp_1 0.38, sky130_fd_sc_hd__o21ai_0 0.51, sky130_fd_sc_hd__and2_1 0.21, sky130_fd_sc_hd__clkdlybuf4s50_1 0.47
final timing paths:
check                                    to  cells after the start  slack [ns]      start
worst max-delay path            pixelOut[4]                      3        1.30  countX[8]
worst min-delay path              countX[0]                      1        0.51  countX[0]
worst max register to register    countY[7]                      5        2.08  countX[0]
worst min register to register    countX[0]                      1        0.51  countX[0]
cell families after synthesis:
family | synth area share
and+or+nand+nor | 0.305
DFF | 0.386
adders and majority gates | 0.0508
xor gates and xnor gates | 0.124
AOI/OAI and AO/OA | 0.0939
buffers and inverters | 0.0406
cell type report:
class | instances | share of cell area
clock buffer | 4 | 0.0308
inverter | 6 | 0.0154
multi-input combinational | 86 | 0.387
sequential | 19 | 0.260
tap | 54 | 0.0462
timing repair buffer | 38 | 0.260
Power figures rest on the tool's default switching activity, not on a simulated workload.
